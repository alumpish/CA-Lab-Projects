==> design.v <==
module Data_Mem (
    input clk, rst, MEM_W_EN, MEM_R_EN,
    input[31:0] address, data,
    output[31:0] out
  );
  reg[31:0] memory[0:63];
  wire[7:0] i = (address - 1024) >> 2;
  assign out = MEM_R_EN ? memory[i] : 32'b0;
  always @(posedge clk)
  begin
    if (MEM_W_EN)
      memory[i] <= data;
  end
endmodule
==> run.sh <==
#!/bin/bash
# OpenROAD 26Q1-2900-gdf79404cd8, Yosys 0.63+post, stock flow scripts
make -C /OpenROAD-flow-scripts/flow DESIGN_CONFIG=/design/flow/config.mk WORK_HOME=/design/flow/orfs finish
==> config.mk <==
export PLATFORM = sky130hd
export DESIGN_NAME = Data_Mem
export DESIGN_NICKNAME = Data_Mem
export VERILOG_FILES = /design/flow/design.v
export SDC_FILE = /design/flow/constraint.sdc
export NUM_CORES = 4
export LEC_CHECK = 1
export CORE_UTILIZATION = 30
==> constraint.sdc <==
current_design Data_Mem

set clk_period 54.3
set clk_io_pct 0.2

create_clock -name clk0 -period $clk_period [get_ports {clk}]

set non_clock_inputs [all_inputs -no_clocks]
set_input_delay [expr $clk_period * $clk_io_pct] -clock clk0 $non_clock_inputs
set_output_delay [expr $clk_period * $clk_io_pct] -clock clk0 [all_outputs]
==> impl_summary.log <==
[metrics] run summary
[metrics] routability cong.: 0.888
[metrics] number of warnings reported in the yosys synthesis log: 1
[metrics] Final HPWL DP: 128000 µm
[metrics] Commonest Layout Cell: sky130_fd_sc_hd__edfxtp_1
[metrics] crit end category: primary output
[metrics] leakage dissipation: 0.0281 µW
[metrics] first-pass GRT wire length: 325000 µm
[metrics] count of fill cells added during filler insertion: 24300
[metrics] average via count per standard cell: 5.35
[metrics] number of cell instances after yosys synthesis: 4674
[metrics] die outline height: 519 µm
[metrics] leftover overflow at the end of global routing: 0
[metrics] Data required, critical path: 43.44 ns
[metrics] via count: 45300
[metrics] final hold slack: 10.32 ns
[metrics] biggest registers after layout: memory: 2048 flops
[metrics] clock tree from TritonCTS: built
[metrics] Area Overhead vs Synth: 14.5%
[metrics] Final Hold Violating Endpoints: 0
[metrics] core box area: 0.266 mm²
[metrics] top-level port count: 100
[metrics] clock period minus final worst setup slack: 27.02 ns
[metrics] maximum level of the CTS H-tree: 4
[metrics] DIE WIDTH: 519 µm
[metrics] count of unique library cells instantiated by Yosys: 58
[metrics] # DRC: 0
[metrics] number of iterations in the first detailed-routing pass: 5
[metrics] number of synthesized flops with an enable pin: 2048
[metrics] result of the run: finished, final reports clean
[metrics] Max Transition Viols Final: 0
[metrics] register with the highest flop count: memory
[metrics] number of sinks driven by the clock tree: 2048
[metrics] Setup crit start kind: input port
[metrics] classification of the worst setup path: input port to primary output
[metrics] via count of the first global-routing pass: 47300
[metrics] CTS clk-pin slew, worst paths: 0.06 ns
[metrics] max-capacitance violation count: 0
[metrics] port bufs: 72
[metrics] Pwr Density: 35.0 mW/mm²
[metrics] post-layout period usage of the worst path: 49.8%
[metrics] synthesized cell area: 0.0802 mm²
[metrics] row count: 189
[metrics] transition time at the pin with the least slew margin: 1.03 ns
[metrics] Fmax achieved: 0.0370 GHz
[metrics] chip area line of the yosys report: 0.0802 mm²
[metrics] final number of setup-violating endpoints: 0
[metrics] Hold Crit Class: input port to register
[metrics] CP Data Arrival Time: 16.16 ns
[metrics] post-layout worst setup margin: 27.28 ns
[metrics] Post-synth regs: 2048
[metrics] Setup TNS Final: 0 ns
[metrics] number of gates resized after CTS: 0
[metrics] cell count after synthesis: 4674
[metrics] largest net degree at the start of global routing: 120
[metrics] number of nets still failing antenna checks after routing: 0
[metrics] Final Instance Area: 0.0919 mm²
[metrics] post-cts hold-fix buffer tally: 0
[metrics] Routed WL: 226000 µm
[metrics] final core utilization: 34.6%
[metrics] dpl ws: 27.24 ns
[metrics] Worst Path Max Fanout: 81
[metrics] remaining max-slew budget at the tightest pin: 29.7%
[metrics] Async S/R FF share, synth: 0%
[metrics] layout cell share with drive strength beyond 1: 14.6%
[metrics] unrepaired setup endpoints after global routing: no
[metrics] number of CTS-inserted buffers: 193
[metrics] number of design-rule violations left by the first detailed-router iteration: 3339
[metrics] Post-CTS Repair Setup Buffers: 0
[metrics] worst ir drop on vdd: 0.0285 mV
[metrics] CTS Root Buffer Type: sky130_fd_sc_hd__clkbuf_16
[metrics] initial cell density of the core: 30.2%
[metrics] per-cell routed wire length: 26.6 µm
[metrics] Post-DP Area: 0.0859 mm²
[metrics] fraction of the yosys area taken by sequential cells: 76.7%
[metrics] number of flip-flops in the largest register: 2048
[metrics] highest-count cells in the layout ignoring fill and taps: 2048 x sky130_fd_sc_hd__edfxtp_1, 275 x sky130_fd_sc_hd__a221oi_1, 248 x sky130_fd_sc_hd__a22oi_1, 240 x sky130_fd_sc_hd__buf_4, 194 x sky130_fd_sc_hd__clkbuf_16
[metrics] aggregate global-route resource usage: 17.7%
[metrics] antenna violations before repair: 12
[metrics] average cell area after synthesis: 17.2 µm²
[metrics] number of warnings in the stage logs: 56
[metrics] Die ar.: 0.270 mm²
[metrics] Most used DFF post-synth: sky130_fd_sc_hd__edfxtp_1
[metrics] maximum number of buffers from clock root to sink: 3
==> cell families after synthesis <==
| family | Yosys count | share of synthesized area, % |
|---|---|---|
| flops | 2048 | 76.7 |
| compound gates | 1187 | 11.0 |
| simple gates | 783 | 6.28 |
| buf+inv | 400 | 2.22 |
| mux | 256 | 3.84 |
==> cells in the mapped netlist, types with 20 or more instances <==
cell type | count | area (µm²)
sky130_fd_sc_hd__edfxtp_1 | 2048 | 61500
sky130_fd_sc_hd__a221oi_1 | 275 | 2410
sky130_fd_sc_hd__a22oi_1 | 248 | 1860
sky130_fd_sc_hd__clkbuf_1 | 201 | 754
sky130_fd_sc_hd__o21ai_0 | 183 | 916
sky130_fd_sc_hd__mux2i_1 | 176 | 1760
sky130_fd_sc_hd__and3_1 | 142 | 888
sky130_fd_sc_hd__nor3b_1 | 141 | 1060
sky130_fd_sc_hd__nand3b_1 | 138 | 1040
sky130_fd_sc_hd__buf_2 | 128 | 641
sky130_fd_sc_hd__nor3_1 | 100 | 500
sky130_fd_sc_hd__nor2_1 | 77 | 289
sky130_fd_sc_hd__a21oi_1 | 70 | 350
sky130_fd_sc_hd__o22ai_1 | 64 | 400
sky130_fd_sc_hd__nand2b_1 | 58 | 363
sky130_fd_sc_hd__a21o_1 | 56 | 420
sky130_fd_sc_hd__o2111ai_1 | 56 | 490
sky130_fd_sc_hd__o221ai_1 | 48 | 420
sky130_fd_sc_hd__mux2_2 | 43 | 484
sky130_fd_sc_hd__o22a_1 | 42 | 368
sky130_fd_sc_hd__buf_1 | 38 | 143
sky130_fd_sc_hd__mux4_2 | 37 | 833
sky130_fd_sc_hd__a22o_1 | 29 | 254
sky130_fd_sc_hd__and3b_1 | 28 | 245
sky130_fd_sc_hd__nand3_1 | 20 | 100
==> metal layers <==
layer	global-route usage, %	up-vias	part of all wire, %	routed length, µm
li1	-	19700	-	-
met1	19.1	22600	33	74200
met2	26.6	2614	46	105000
met3	12.6	408	15	34600
met4	7.51	12	5.3	11900
met5	0.818	-	0.096	217
==> where the power goes <==
part / internal [µW] / switching (µW) / total [µW]
combinational: 53.0 / 130 / 183
clock: 698 / 580 / 1280
sequential: 1750 / 2.15 / 1750
total: 2500 / 712 / 3210
==> stage by stage <==
step | total power [µW] | instances
finish | 3210 | 8476
global route | 3300 | 8474
CTS | 3230 | 8472
detailed placement | 1970 | 8127
global placement | 1970 | 8127
floorplan | 1870 | 4674
==> worst max-delay path, stage by stage <==
cell and delay (ns):
sky130_fd_sc_hd__buf_8 0.42, sky130_fd_sc_hd__buf_4 0.50, sky130_fd_sc_hd__buf_4 0.53, sky130_fd_sc_hd__nand2b_2 0.67, sky130_fd_sc_hd__buf_4 0.64, sky130_fd_sc_hd__o22a_1 0.27
sky130_fd_sc_hd__o221ai_1 0.16, sky130_fd_sc_hd__a22oi_1 0.78, sky130_fd_sc_hd__a41oi_1 0.54, sky130_fd_sc_hd__clkdlybuf4s50_1 0.63
==> path summary, 6_finish.rpt <==
check                       from        endpoint  cells after the start
worst min-delay path    data[22]  memory[28][22]                      1
worst max-delay path  address[2]         out[13]                     10
==> area by class of cell <==
type                            count  area (µm²)  area share (%)
Sequential cell                  2048       61500            66.9
Multi-Input combinational cell   2226       17600            19.1
Clock buffer                      245        5050            5.49
Tap cell                         3533        4420            4.81
Timing Repair Buffer              314        2410            2.62
Clock inverter                    100         905           0.985
Inverter                            6        25.0          0.0272
Antenna cell                        4        10.0          0.0109
Power and IR drop assume default switching activity.
